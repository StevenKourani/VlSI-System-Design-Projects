===== run.sh =====
#!/bin/bash
# OpenROAD 26Q1-2900-gdf79404cd8, Yosys 0.63+post, stock flow scripts
make -C /OpenROAD-flow-scripts/flow DESIGN_CONFIG=/design/flow/config.mk WORK_HOME=/design/flow/orfs finish

===== config.mk =====
export PLATFORM = sky130hd
export DESIGN_NAME = reference_design
export DESIGN_NICKNAME = reference_design
export VERILOG_FILES = /design/flow/design.v
export SDC_FILE = /design/flow/constraint.sdc
export NUM_CORES = 4
export LEC_CHECK = 1
export CORE_UTILIZATION = 40

===== constraint.sdc =====
current_design reference_design

set clk_period 17.3
set clk_io_pct 0.2

create_clock -name clk0 -period $clk_period [get_ports {CLK}]

set non_clock_inputs [all_inputs -no_clocks]
set_input_delay [expr $clk_period * $clk_io_pct] -clock clk0 $non_clock_inputs
set_output_delay [expr $clk_period * $clk_io_pct] -clock clk0 [all_outputs]

===== design.v =====
`timescale 1ns/1ns
module reference_design (
    input wire CLK,
    input wire RST,
    input wire EN,
    input wire signed [WLI + WLF - 1:0] data_in,   
    output reg signed [WOI + WOF - 1:0] data_out    
);
    localparam WLI = 2;
    localparam WLF = 10;
    localparam WOI = 2;
    localparam WOF = 30;
    localparam L = 4;
    reg signed [WLI + WLF - 1:0] window [0:L-1];
    reg signed [WOI + WOF - 1:0] sum;  
    integer i;
    always @(posedge CLK) begin
        if (RST) begin
            sum <= 0;
            for (i = 0; i < L; i = i + 1)
                window[i] <= 0;
            data_out <= 0;
        end
        else if (EN) begin
            sum <= sum - window[L-1] + data_in;
            for (i = L-1; i > 0; i = i - 1)
                window[i] <= window[i-1];
            window[0] <= data_in;
            data_out <= sum / L;  
        end
    end
endmodule

==> results.ini <==
[run_status]
status=finished, final reports clean

[clock_tree]
ctsLongestPathBuffers=2
cts_tree=done
cts_hold_buf=0
postCtsSetupBuffers=0
clk_pin_slew_ps=80
postCtsResizedCells=0
tritoncts.num_buffers=9
ctsHtreeMaxLevel=3
clock.latency.late_pin_ps=360
cts_root_buf=clkbuf_16
sink_count_of_the_clock_tree=112

[logic_synthesis]
netlist.top_cell.by_instances=nor2_1
seq_area_frac_synth_pct=30.9
synth_cell_type_count=61
dominantRegCellSynth=dfxtp_1
common_cells=nor2_1, dfxtp_1, inv_1
synth.cell_area_sq_um=7270
number_of_cell_instances_after_yosys_synthesis=875
synthDominantCellAreaShare_pct=30.9
synth.largest_area_cell=dfxtp_1
synth-area-yosys_sq_um=7270
yosys_warnings=2
synth-edff-count=0
avgSynthCellArea_sq_um=8.30
netlist_top_cells_area=dfxtp_1, fa_1, mux2i_1
ys_ff=112
async_set_reset_flop_share_out_of_synthesis_pct=0
syn-instance-count=875

[critical_path]
timing.rr.end=sum[31]$_SDFFE_PP0P_
required_ps=17560
reg2reg_from=window[3][11]$_SDFFE_PP0P_
crit_chain=clkdlybuf4s50_1 -> inv_1 -> buf_4 -> fa_1 -> inv_1 -> ha_1 -> a21oi_1 -> o21ai_1 -> a22oi_1 -> a21oi_1 -> or4_1 -> a21oi_1 -> mux2_1
startpoint_type=primary input
critical_path_maximum_fanout=20
rr_worst_depth=11
worstPathBufferInverterCount=4
crit_top_cell=a21oi_1
cp.arrival_ps=7020
max_stage_delay_ps=580
timing.reg2reg.setup_slack_ps=13920
setup.worst_path.class=in2reg
critPathTopFamily=adder cells
end_kind=flop
slowest_cell_on_the_critical_path=fa_1

[hold_path]
hold_start=sum[11]$_SDFFE_PP0P_
min_delay_path_depth=2
hold_end=sum[11]$_SDFFE_PP0P_
hold_class=reg2reg

[layout]
drive_gt1_share_pct=3.70
layout.cells.non_filler=1118
area_growth_pct=12.3

[floorplanning]
die_height_um=137
floorplan.io_pins=47
design.core.area_sq_um=17500
floorplan.die.width_um=137
fp_util_pct=41.4
chip_area_sq_um=18700
rows=48

[drt]
detail_route.antenna_diodes=0
dr.first_iter.drc_count=313
drt_pass1_iterations=5
wirelength_mm=16.0
antenna_left=0
routed-via-count=5837
route.detailed.vias_per_inst=5.22
post-route-drc-count=0
wl_per_cell_um=14.3

[global_routing]
first_global_vias=5417
grt_pass1_wl_mm=27.6
number_of_antenna_violations_at_the_first_check_in_global_routing=0
grt.total_usage_pct=19.2
globalRouteOverflowTotal=0
maximum_number_of_pins_on_one_net_before_global_route_repair=86

[final_timing]
minimum_clock_period_ps=6770
timing.final.setup_violations=0
finalHoldViolCount=0
drv_slew=0
fin_worst_skew_ps=10.2
finalClockPeriodUsage_pct=39.1
aggregate_negative_setup_slack_ps=0
fmaxAchievable_ghz=0.148
worstMarginPinSlew_ps=800
max_slew_margin_pct=46.6
rsz_0062_raised_after_global_routing=false

[power]
pwr_density_cell_nw_per_um2=143
combinationalPowerShare_pct=51.7
clock_power_share_pct=19.8
worst_vdd_ir_mv=0.0678
seq_power_share_pct=28.5
sw_frac_of_total_pct=41.7
p_leak_nw=3.43
cellInternalPower_mw=0.681
netSwitchingPower_mw=0.487

[placed_design]
gpl.final_weighted_congestion=0.932
port_buffers=46
post-dp-hpwl_mm=11.5
dp.cells=1102

[flow_run]
drv.max_cap_violation_count=0
warnings=26

## cells by family after synthesis
kind of cell,count (synthesis),share of synthesized area [%]
and+or+nand+nor,265,16.8
xor gates and xnor gates,35,4.22
adders and majority gates,66,14.6
buffers and inverters,161,8.70
muxes,58,8.01
DFF,112,30.9
AOI/OAI and AO/OA,178,16.9
## how the worst max path moves through the flow
stage	end	slack (ps)	depth (start not counted)	startpoint
4_1_cts	sum[31]$_SDFFE_PP0P_	10510	13	data_in[11]
5_1_grt	sum[31]$_SDFFE_PP0P_	10100	13	data_in[11]
6_report	sum[31]$_SDFFE_PP0P_	10530	13	data_in[11]
## cell type report
cell class              count  area, sq um
well taps                 225          282
clock inverters             6         91.3
repair buffers             51          497
clock buffers              10          239
multi-input cells         602         4390
flip-flops and latches    112         2240
fillers                  1727         9370
inverters                 112          420
## through the flow
| stage | total power [mW] | area (sq um) | setup WS [ps] | utilization, % | hold slack [ps] |
|---|---|---|---|---|---|
| global route | 1.27 | 8160 | 10100 | 46.5 | 508 |
| floorplan | 0.805 | 7270 | 10390 | - | 426 |
| detailed placement | 0.935 | 7830 | 10110 | 44.7 | 468 |
| finish | 1.17 | 8160 | 10530 | 46.5 | 479 |
| CTS | 1.17 | 8160 | 10510 | 46.5 | 479 |
| global placement | 0.936 | 7830 | 10190 | 44.7 | 464 |
## power by group through the flow
stage	Clock, mW	Combinational [mW]	Sequential, mW
4_1_cts	0.238	0.601	0.333
5_1_grt	0.247	0.689	0.340
6_report	0.231	0.604	0.333
## layout by cell type (no fill, tap or decap), drive strengths merged, types with 3 or more instances in the layout
cell,n
a211o,5
a211oi,29
a21boi,3
a21o,14
a21oi,38
a221o,3
a311oi,10
a31oi,3
and2,5
and3,7
and4,3
buf,7
clkbuf,10
clkdlybuf4s50,44
clkinv,3
dfxtp,112
fa,31
ha,35
inv,113
mux2i,57
nand2,51
nand3,17
nand3b,3
nand4,18
nor2,118
nor2b,6
nor3,17
nor4,3
o21a,9
o21ai,38
o22ai,4
or3,11
xnor2,31
xor2,4
## tightest hold or removal path: stages, from the launching register on
cell and delay, ps:
dfxtp_1 320, nand2_1 60, a21oi_1 50
## per-layer routing
| metal | up-vias | global-route usage, % | share of wire (%) |
|---|---|---|---|
| li1 | 3033 | - | - |
| met1 | 2654 | 32.0 | 52 |
| met2 | 125 | 27.1 | 40 |
| met3 | 25 | 2.95 | 5.3 |
| met4 | 0 | 3.11 | 2.0 |
| met5 | - | 0 | 0 |
## state kept, by name, indices dropped and copies added, names as in the netlist
signal / flops
data_out: 32
sum: 32
window: 48
Power is estimated from default activity; no workload was simulated.
