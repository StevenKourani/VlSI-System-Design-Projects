<file path="config.mk">
export PLATFORM = sky130hd
export DESIGN_NAME = fir
export DESIGN_NICKNAME = fir
export VERILOG_FILES = /design/flow/design.v
export SDC_FILE = /design/flow/constraint.sdc
export NUM_CORES = 4
export LEC_CHECK = 1
export CORE_UTILIZATION = 50
</file>
<file path="constraint.sdc">
current_design fir

set clk_period 4.6
set clk_io_pct 0.2

create_clock -name clk0 -period $clk_period [get_ports {clk}]

set non_clock_inputs [all_inputs -no_clocks]
set_input_delay [expr $clk_period * $clk_io_pct] -clock clk0 $non_clock_inputs
set_output_delay [expr $clk_period * $clk_io_pct] -clock clk0 [all_outputs]
</file>
<file path="design.v">
`timescale 1ns / 1ps
module fir(
	input clk,
	input rst,
	input wire signed [11:0] filter_in,
	output reg signed [31:0] filter_out
    );
	parameter word_width = 16;
	parameter order = 6;
	reg signed [word_width-1:0] delay[order-1:0];
	wire signed [word_width-1:0]  coef[order:0];
    assign coef[0] = 16'hd7ac;   
    assign coef[1] = 16'he464;   
    assign coef[2] = 16'hae68;   
    assign coef[3] = 16'h5198;   
    assign coef[4] = 16'h1b9c;   
    assign coef[5] = 16'h2854;   
	reg signed [31:0]  product[order -1 :0];
	reg signed [31:0]  sum_buf;	
	reg signed [order-1:0] data_in_buf;
	always @(posedge clk or negedge rst) begin
		if (!rst) begin
			data_in_buf <= 0;
		end
		else begin
			data_in_buf <= filter_in;
		end
	end
	always @(posedge clk or negedge rst) begin
		if (!rst) begin
			delay[0] <= 0 ;
			delay[1] <= 0 ;
			delay[2] <= 0 ;
			delay[3] <= 0 ;
			delay[4] <= 0 ;
			delay[5] <= 0 ;
		end 
		else begin
			delay[0] <= data_in_buf ;
			delay[1] <= delay[0] ;
			delay[2] <= delay[1] ;
			delay[3] <= delay[2] ;
			delay[4] <= delay[3] ;
			delay[5] <= delay[4] ;
			delay[6] <= delay[5] ;
		end
	end
	always @(posedge clk or negedge rst) begin
		if (!rst) begin
			product[0] <= 0;
			product[1] <= 0;
			product[2] <= 0;
			product[3] <= 0;
			product[4] <= 0;
			product[5] <= 0;
		end
		else begin
			product[0] <= coef[0] * delay[0];
			product[1] <= coef[1] * delay[1];
			product[2] <= coef[2] * delay[2];
			product[3] <= coef[3] * delay[3];
			product[4] <= coef[4] * delay[4];
			product[5] <= coef[5] * delay[5];
		end
	end
	always @(posedge clk or negedge rst) begin
		if (!rst) begin
			sum_buf <= 0;
		end
		else begin
			sum_buf <= product[0] + product[1]+ product[2]+ product[3]+ product[4]+ product[5];
		end
	end
	always @(sum_buf) begin
		if (!rst) begin
			filter_out = 0;
		end
		else begin
			filter_out = sum_buf[11:0];
		end
	end
endmodule
</file>
<file path="run.sh">
#!/bin/bash
# OpenROAD 26Q1-2900-gdf79404cd8, Yosys 0.63+post, stock flow scripts
make -C /OpenROAD-flow-scripts/flow DESIGN_CONFIG=/design/flow/config.mk WORK_HOME=/design/flow/orfs finish
</file>
==> impl_metrics.ini <==
; generated from flow reports
[die]
core_area_mm2 = 0.0139
fp_util_pct = 51.3
core.rowCount = 43
dieArea_mm2 = 0.0147
dieHeight_um = 121
die_x_um = 121
ioPinCount = 46

[critical_path]
end_kind = flop
cp_data_required_time_ns = 4.84
crit_chain = inv_1 > fa_1 > inv_1 > fa_1 > fa_1 > ha_1 > inv_1 > fa_1 > nor2b_1 > o21ai_1 > a21oi_1 > o21a_1 > nor2_1 > xnor2_1
crit_top_cell = fa_1
crit_arrival_ns = 3.80
max_stage_delay_ns = 0.55
path_buffers = 3
critPathKind = reg2reg
crit_slowest_cell = fa_1
cp-start-kind = flop
worstPathMaxFanout = 5
cp_top_family = adder cells

[sta]
finalMaxSlewViolations = 0
tightestPinTransition_ns = 0.526
fin_crit_ns = 3.57
finalSetupTns_ns = 0
final.setup.worst_slack_ns = 1.03
fin_skew_ns = 0.00669
setup_viol = 0
slew_headroom_pct = 64.9
timing.final.crit_share_pct = 77.5
hold_viol = 0
max_freq_ghz = 0.280
rsz0062_at_grt = no

[clocking]
cts_buffer_depth = 2
cts_hold_buf = 0
cts-htree-levels = 3
cts_resized = 0
cts_tree = yes
cts_root_buf = clkbuf_16
cts.sinks = 102
numCtsBuffers = 9
cts_setup_buffers = 0
clk_pin_slew_worst_paths_ns = 0.07
worstSkewPairLatency_ns = 0.35

[routing]
avgViaCountPerCell = 4.54
diodes = 0
drt_iter0_drc = 105
firstDrtPassIters = 4
routedWlPerCell_um = 13.0
drc = 0
vias = 3669
routed_wl_um = 10500
antenna_left = 0

[global_route]
use_met3_pct = 4.99
grt.met2_usage_pct = 25.0
grt_usage_pct = 17.7
grt_first_pass_wirelength_um = 19100
antenna_found_initial = 0
grt_start_max_net_pins = 43
grt_busiest_layer = met1
grt-ovfl-total = 0
grt_use_met1_pct = 30.0
grt_pass1_vias = 3928

[placement]
gp_congestion = 0.852
io_buffers = 17
dp_hpwl_um = 8590
pre_cts_slack_ns = 1.00

[synthesis]
syn-instance-count = 595
mux_area_share_pct = 0
simple_gate_area_share_pct = 1.67
synth_cell_types = 23
ys_sh_xor_pct = 7.87
logic_family = adder cells
synth_area_mm2 = 0.00713
ys.flops = 102
yosys_area_mm2 = 0.00713
syn_avg_cell_area_um2 = 12.0
yosysSeqAreaShare_pct = 35.8
adder_share_pct = 41.1
ys_cells = 595
yosys_warnings = 3
ys_sh_aoi_pct = 3.00

[outcome]
outcome = finished, final reports clean

[run]
maxCapViolCount = 0
warnings = 35

[worst_hold_path]
hold_class = reg2reg

[cells_and_area]
final_layout_size_suffix_gt1_share_pct = 3.66
syn_to_final_growth_pct = 8.67
fill_cells = 1148
## synth_stat cells
cell type	number	area share, %
inv_1	156	8.2
ha_1	133	23
dfrtp_1	102	36
fa_1	63	18
xnor2_1	56	6.9
buf_4	22	2.3
a21oi_1	13	0.91
a21o_1	12	1.3
and2_1	10	0.88
xor2_1	8	0.98
nor2_1	6	0.32
o21bai_1	2	0.21
or2_2	2	0.18
a21oi_2	1	0.12
and3_1	1	0.088
conb_1	1	0.053
nand2_1	1	0.053
nor2b_1	1	0.088
nor3_1	1	0.070
o21a_1	1	0.11
o21ai_1	1	0.070
o22ai_1	1	0.088
o41ai_2	1	0.23
## logic make-up (layout without fill, tap and decap cells)
logic type | count (synthesis) | in the layout
and+or+nand+nor | 22 | 22
AOI/OAI and AO/OA | 32 | 32
adders and majority gates | 196 | 196
other | 1 | 22
DFF | 102 | 102
buffers and inverters | 178 | 191
xor gates and xnor gates | 64 | 64
## worst reg2reg max path, stage by stage (launching register included)
cell and delay, ns:
dfrtp_1 0.42, inv_1 0.10, fa_1 0.54, inv_1 0.06
fa_1 0.50, fa_1 0.55, ha_1 0.16, inv_1 0.05
fa_1 0.39, nor2b_1 0.12, o21ai_1 0.08, a21oi_1 0.20
o21a_1 0.13, nor2_1 0.05, xnor2_1 0.12
## final cells by class
type	count	area [µm²]	area share (%)
repair buffers	19	183	2.36
clock buffers	9	225	2.91
inverters	156	586	7.56
clock inverters	7	71.3	0.921
flip-flops and latches	102	2550	33.0
well taps	180	225	2.91
multi-input cells	336	3900	50.4
## layer usage
metal	routed length, µm	part of all wire (%)	up-vias
li1	-	-	1825
met1	5330	51	1766
met2	4450	42	68
met3	600	5.7	10
met4	129	1.2	0
met5	0	0	-
## stage by stage
step           cell area [µm²]  instances  utilization, %  hold WS (ns)
2_1_floorplan             7200        616               -         0.331
3_3_place_gp              7450        793            53.7         0.334
3_5_place_dp              7450        793            53.7         0.335
4_1_cts                   7740        809            55.8         0.355
5_1_grt                   7740        809            55.8         0.359
6_report                  7740        809            55.8         0.352
## sequential cells by signal, indices dropped and copies added, names as in the netlist
register     flops
product         50
delay           36
sum_buf         10
data_in_buf      6
## final timing paths
kind / cells past startpoint / start / slack, ns / end
worst max register to register: 14 / delay[2][2] / 1.03 / sum_buf[10]
min in group asynchronous: 1 / rst / 0.52 / sum_buf[8]
worst max-delay path: 14 / delay[2][2] / 1.03 / sum_buf[10]
max in group asynchronous: 3 / rst / 2.77 / product[4][10]
worst min register to register: 0 / data_in_buf[3] / 0.35 / delay[0][3]
worst min-delay path: 0 / data_in_buf[3] / 0.35 / delay[0][3]
## placed cells by master (no fill, tap or decap)
master	synthesis	final
conb_1	1	22
and2_1	10	10
nor2b_1	1	1
o21bai_1	2	2
fa_1	63	63
or2_2	2	2
dfrtp_1	102	102
o21a_1	1	1
ha_1	133	133
clkbuf_16	0	9
xor2_1	8	8
buf_4	22	3
inv_8	0	1
clkinv_8	0	1
nor3_1	1	1
o41ai_2	1	1
a21oi_1	13	13
o22ai_1	1	1
o21ai_1	1	1
clkinv_4	0	1
inv_6	0	4
clkdlybuf4s50_1	0	16
a21o_1	12	12
inv_1	156	156
xnor2_1	56	56
nand2_1	1	1
a21oi_2	1	1
and3_1	1	1
nor2_1	6	6
